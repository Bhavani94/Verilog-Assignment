===== design/flow/design.v =====
`timescale 1ns / 1ps
module input_part(
	input clk,
	input [3:0] partA,
	input [3:0] partB,
	input partC,
	output reg [3:0] unsorted_num0,
	output reg [3:0] unsorted_num1,
	output reg [3:0] unsorted_num2,
	output reg [3:0] unsorted_num3
	);
	always @(posedge clk)
	begin
	if(partC !=0)
	begin
	case(partA)
		4'b0001: begin
		unsorted_num0= partB;
		end
		4'b0010: begin
		unsorted_num1= partB;
		end
		4'b0100: begin
		unsorted_num2= partB;
		end
		4'b1000: begin
		unsorted_num3= partB;
		end
	endcase
	end 
	end
endmodule

===== design/flow/run.sh =====
#!/bin/bash
# OpenROAD 26Q1-2900-gdf79404cd8, Yosys 0.63+post, stock flow scripts
make -C /OpenROAD-flow-scripts/flow DESIGN_CONFIG=/design/flow/config.mk WORK_HOME=/design/flow/orfs finish

===== design/flow/config.mk =====
export PLATFORM = sky130hd
export DESIGN_NAME = input_part
export DESIGN_NICKNAME = input_part
export VERILOG_FILES = /design/flow/design.v
export SDC_FILE = /design/flow/constraint.sdc
export NUM_CORES = 4
export LEC_CHECK = 1
export CORE_AREA = 10 10 83 83
export DIE_AREA = 0 0 93 93

===== design/flow/constraint.sdc =====
current_design input_part

set clk_period 1.8
set clk_io_pct 0.2

create_clock -name clk0 -period $clk_period [get_ports {clk}]

set non_clock_inputs [all_inputs -no_clocks]
set_input_delay [expr $clk_period * $clk_io_pct] -clock clk0 $non_clock_inputs
set_output_delay [expr $clk_period * $clk_io_pct] -clock clk0 [all_outputs]

==> changes_impl.md <==
### Metrics

- Source of the critical timing path: partC
- YS warnings: 1
- Number of global-route vias before repair: 370
- Distinct lib cells: 6
- Unrepaired setup endpoints after global routing: false
- TritonCTS clock tree: yes
- Max-cap violations: 0
- Y dimension of the die: 93 um
- Final Cycle Share: 0.818
- IR drop worst, VDD: 0.000312 V
- Max_slew headroom: 0.800
- Number of fill cells: 588
- Cell-internal power: 0.601 mW
- Number of H-tree levels: 1
- Final cell count without fillers: 125
- Chip area from the yosys synthesis statistics: 537 um2
- Iter 0 DRT Violations: 2
- Flip-flop and latch count after synthesis: 16
- Total number of clock tree sinks: 16
- Count of port buffers added during placement: 25
- Critical path capture point type: flop
- # resized after CTS: 0
- Vias: 314
- Minimum period implied by the final worst setup slack: 1.47 ns
- Remaining DRCs: 0
- Placer Congestion: 0.715
- Power density over the cells: 763 nW/um2
- Arrival time of the worst setup path: 1.43 ns
- Length of the first detailed-routing pass in iterations: 4
- Clock slew at the register clock pins of the worst setup and hold paths: 0.06 ns
- Sw Share: 0.169
- Share of layout cells above drive strength 1: 0.164
- # IOs: 26
- Number of hold violations in the final report: 0
- Die Width: 93 um
- M2 GR Usage: 0.0643
- Cell total in the yosys stat output: 22
- Wire length after detailed routing: 1280 um
- Sequential cell area fraction in the yosys report: 0.895
- Average size of a mapped cell: 24.4 um2
- Highest attainable clock frequency: 680 MHz
- Syn-to-layout area delta: 76.9%
- Clock share of power: 0.354
- Initial antenna violation count: 0
- Root buffer selected by CTS: sky130_fd_sc_hd__clkbuf_8
- Final TNS setup: 0 ns
- Die area: 8650 um2
- Worst slew pin tran: 0.296 ns
- First-pass GRT wire length: 1920 um
- Logic pwr share: 0.067
- Final setup violation count: 0
- Tightest Hold Check Type: in -> reg
- Critical Path End: unsorted_num0[3]
- HPWL after detailed placement: 1160 um
- CTS buffer count: 3
- Met1 track demand over resource in global routing: 0.0235
- Antenna diode instance count: 0
- Grt total ovfl: 0
- Power share of the sequential group: 0.579
- Number of buffers inserted by hold repair at cts: 0
- Crit start category: input port
- Number of standard-cell rows in the floorplan: 26
- Classification of the worst setup path: in -> reg
- Crit path required time: 1.76 ns
- Max-slew violation total from the final report: 0
- Via/cell ratio: 2.51
- Global-route layer with the greatest usage: met2
- Core Footprint: 5140 um2
- Critical-path maximum fanout: 4
- Pin count of the biggest net entering global routing: 10
- Static power due to leakage: 0.301 nW
- Run status: finished clean
- Buffer depth of the longest clock path: 2
- Number of nets with antenna violations after detailed routing: 0
- Combined global-route utilization of all metal layers: 0.0292
- Cell count after placement: 121
- Global-route met3 utilization: 0.00969
- Gate Count Post-Synth: 22
- Average routed wire per standard cell: 10.3 um
- Share of the core filled by cells before placement: 0.104
- Summed instance area of the synthesized netlist: 537 um2
- OpenROAD warning count: 25
- Power spent charging and discharging nets: 0.123 mW
- Post-CTS setup buffer count: 0
sequential cells by signal, indices dropped and copies added (netlist names):
register       cells
unsorted_num0      4
unsorted_num2      4
unsorted_num3      4
unsorted_num1      4
layout make-up:
class,instances,area [um2],share of cell area
clock buffers,3,41.3,0.0435
well taps,70,87.6,0.0922
clock inverters,1,3.75,0.00395
flip-flops and latches,16,480,0.506
repair buffers,29,280,0.295
multi-input cells,6,56.3,0.0593
power groups by stage:
stage	logic, mW	clock network [mW]	registers [mW]
4_1_cts	0.0497	0.260	0.420
5_1_grt	0.0519	0.280	0.420
6_report	0.0482	0.256	0.419
per-layer routing:
metal / part of all wire / routed length, um
met1: 0.30 / 381
met2: 0.66 / 843
met3: 0.044 / 57
met4: 0 / 0
met5: 0 / 0
synth_stat cells:
| master | instances | area, um2 |
|---|---|---|
| sky130_fd_sc_hd__nand2b_4 | 1 | 13.8 |
| sky130_fd_sc_hd__nor4b_1 | 2 | 17.5 |
| sky130_fd_sc_hd__nor4b_2 | 1 | 15.0 |
| sky130_fd_sc_hd__nor4_1 | 1 | 6.26 |
| sky130_fd_sc_hd__edfxtp_1 | 16 | 480 |
| sky130_fd_sc_hd__nand2_1 | 1 | 3.75 |
logic make-up (layout without fill, tap and decap cells):
logic type             Yosys count  count (layout)  synth area share
buffers and inverters            0              33                 0
DFF                             16              16             0.895
and+or+nand+nor                  6               6             0.105
stage by stage:
stage	instance area (um2)	setup WS (ns)	utilization	power, mW	hold WS (ns)
CTS	950	0.325	0.185	0.729	0.766
detailed placement	905	0.0952	0.176	0.477	1.02
global placement	905	0.117	0.176	0.476	1.01
finish	950	0.328	0.185	0.724	0.759
floorplan	537	0.381	-	0.432	0.459
global route	950	0.196	0.185	0.752	0.763
critical path, stage by stage:
cell and delay, ns:
sky130_fd_sc_hd__clkdlybuf4s50_1 0.52, sky130_fd_sc_hd__nand2b_4 0.07, sky130_fd_sc_hd__nor4b_1 0.28, sky130_fd_sc_hd__buf_4 0.20
worst min-delay path by stage:
stage | from | endpoint | slack, ns | depth (start not counted)
after CTS | partB[0] | unsorted_num2[0] | 0.77 | 1
after global routing | partB[0] | unsorted_num2[0] | 0.76 | 1
final | partB[0] | unsorted_num2[0] | 0.76 | 1
placed cells by master, fill, tap and decap left out:
cell type / count
sky130_fd_sc_hd__clkdlybuf4s50_1: 25
sky130_fd_sc_hd__edfxtp_1: 16
sky130_fd_sc_hd__buf_4: 4
sky130_fd_sc_hd__clkbuf_8: 3
sky130_fd_sc_hd__nor4b_1: 2
sky130_fd_sc_hd__nand2b_4: 1
sky130_fd_sc_hd__nand2_1: 1
sky130_fd_sc_hd__nor4_1: 1
sky130_fd_sc_hd__nor4b_2: 1
sky130_fd_sc_hd__clkinv_1: 1
Power is estimated from default activity; no workload was simulated.
